==> flow/design.v <==
module ALU (
    input logic [31:0] SrcA,
    input logic [31:0] SrcB,
    input logic [2:0] ALUControl,
    output logic [31:0] ALUResult
);
always_comb begin
	case(ALUControl)
		3'b010: ALUResult = SrcA + SrcB;
		3'b110: ALUResult = SrcA - SrcB;
		default: ALUResult = 0;
	endcase
end
endmodule
==> flow/run.sh <==
#!/bin/bash
# OpenROAD 26Q1-2900-gdf79404cd8, Yosys 0.63+post, stock flow scripts
make -C /OpenROAD-flow-scripts/flow DESIGN_CONFIG=/design/flow/config.mk WORK_HOME=/design/flow/orfs finish
==> flow/config.mk <==
export PLATFORM = sky130hd
export DESIGN_NAME = ALU
export DESIGN_NICKNAME = ALU
export VERILOG_FILES = /design/flow/design.v
export SDC_FILE = /design/flow/constraint.sdc
export NUM_CORES = 4
export LEC_CHECK = 1
export CORE_AREA = 10 10 104 104
export DIE_AREA = 0 0 114 114
==> flow/constraint.sdc <==
current_design ALU

set clk_period 39.7
set clk_io_pct 0.2

create_clock -name clk0 -period $clk_period

set non_clock_inputs [all_inputs -no_clocks]
set_input_delay [expr $clk_period * $clk_io_pct] -clock clk0 $non_clock_inputs
set_output_delay [expr $clk_period * $clk_io_pct] -clock clk0 [all_outputs]
==> results.ini <==
[outcome]
status=finished clean

[setup_path]
cp_max_fo=9
crit_required_ns=31.76
cp-endpoint=ALUResult[30]
arrival_ns=12.53
worst-setup-path-type=in2out
crit_path_start=SrcB[8]
start_kind=primary input
cp-end-kind=output pin

[yosys]
syn_avg_cell_area_um2=6.579
ys_sh_simple=0.3656
ys_types=60
ys_cells=414
ys_sh_mux=0
aoi_share=0.3041
syn_inst=414
top_area_frac=0.1470
yosysTopAreaCell=ha_1
ys_seq_frac=0
ys_sh_xor=0.1415
synthTopLogicFamily=simple AND/OR/NAND/NOR gates
netlist_area_um2=2724
ys_sh_adder=0.1543
synthTopCellsByArea=ha_1 (15%), a21oi_1 (8.5%), xnor2_1 (7.7%), xor2_1 (6.4%), nor2_1 (6.2%)
yosysWarnings=1
ys_area_um2=2724

[die]
core_area_um2=8678
floorplan.rows=34
io_pins=99
chip_area_um2=13000
dieHeight_um=114
fp_util=0.3139
chipWidth_um=114

[route]
drtPass1Iterations=5
insertedDiodeCount=0
drt_wl_total_um=9968
drc=0
avgViaCountPerCell=5.352
drt_iter0_drc=237
wl_per_cell_um=16.34
vias=3265
ant_nets=0

[hold_path]
hp-class=in2out
hold_depth=5
min-delay-start=SrcA[0]

[global_route]
grt_pass1_wl_um=16270
grt_pass1_vias=3129
grt_max_degree=40
gr-total-overflow=0
gr-usage-all-layers=0.1480
grt_antenna_before_repair=0

[clocking]
cts_setup_buffers=0
post_cts_resized=0
hold_buffers=0

[pwr]
peakVddDrop_mv=0.006404
powerDensity_nw_per_um2=15.96
p_leak_uw=0.001515

[cells_and_area]
fillCellCount=910
utilization=0.4393
regArea_um2=0
drive_gt1_frac=0.03785
clkbuf_count=0
area_delta_synth_final_pct=39.96
ff_count=0
finalInstanceArea_um2=3812

[sta]
fmax_mhz=48.85
rsz0062_at_grt=false
finalCriticalPeriod_ns=20.47
finalCritPeriodShare=0.5156
drv_slew=0
hold_viol=0
finalSetupViolations=0
relSlewSlack=0.5654
worstMarginPinSlew_ns=0.6462
fin_setup_tns_ns=0
setup_ws_ns=19.23

[flow_run]
tool_warnings=32
maxCapViolCount=0

[placed_design]
dpl_cell_area_um2=3812
gp_congestion=0.9504
dp_hpwl_um=8572
place_ws_ns=19.26
portBuffers=99

placed cells by master (no fill, tap or decap), types with 7 or more instances in the layout:
cell type | netlist | routed
clkdlybuf4s50_1 | 0 | 99
a21oi_1 | 46 | 46
nor2_1 | 45 | 45
nand2_1 | 33 | 33
ha_1 | 32 | 32
xnor2_1 | 24 | 24
nor3_1 | 22 | 22
o21ai_0 | 21 | 21
nand3_1 | 21 | 21
xor2_1 | 20 | 20
inv_1 | 11 | 11
nand2b_1 | 7 | 7
a21o_1 | 7 | 7
o21bai_1 | 7 | 7
nor3b_1 | 7 | 7
power by group:
group          leakage [uW]  switching (uW)  internal (uW)
Clock                     0               0              0
Combinational       0.00152            31.0           29.9
Sequential                0               0              0
cells by family (layout without fill, tap and decap cells):
| group | Yosys count | after routing |
|---|---|---|
| xor+xnor | 44 | 44 |
| simple gates | 184 | 184 |
| compound gates | 129 | 129 |
| fa+ha+maj | 33 | 33 |
| buf+inv | 24 | 112 |
worst min-delay path by stage:
stage	end	slack, ns
4_1_cts	ALUResult[0]	16.91
5_1_grt	ALUResult[0]	16.98
6_report	ALUResult[0]	16.90
per-layer routing:
layer / up-vias / wire [um] / GRT usage
met5: - / 0 / 0
met2: 90 / 4415 / 0.2327
met4: 0 / 0 / 0.003342
met1: 1455 / 5007 / 0.2233
li1: 1720 / - / -
met3: 0 / 545 / 0.01542
worst max-delay path, stage by stage:
cell and delay, ns:
clkdlybuf4s50_1 0.45, or4_4 0.57, or4_4 0.46, nor3_4 0.21, nand2_2 0.14, o21ai_1 0.16
xor2_1 0.10, ha_1 0.48, nand2_1 0.18, nor2_1 0.27, nand4_1 0.13, a21oi_1 0.25
o211ai_1 0.22, a2111o_1 0.40, nand3_1 0.08, clkdlybuf4s50_1 0.46
cells in the mapped netlist (all sizes together) (5+ instances only):
cell / count
ha: 32
nor3b: 7
a31oi: 5
xor2: 20
o21ai: 22
nor2b: 5
nand2b: 7
nor2: 47
nor3: 23
o21bai: 7
o21a: 5
nand3: 21
nand4: 6
a21boi: 5
nand2: 34
a21o: 7
and2: 6
a21oi: 50
or4: 6
inv: 11
and3: 6
xnor2: 24
clkbuf: 10
final cells by class:
type | instances | area [um^2] | area share
multi-input combinational | 390 | 2630 | 0.6899
timing repair buffer | 101 | 1006 | 0.2639
tap | 108 | 135.1 | 0.03544
inverter | 11 | 41.29 | 0.01083
stage by stage:
step,instances,hold slack (ns),power (uW)
after CTS,610,16.91,60.82
after floorplan,414,16.00,36.55
final,610,16.90,60.86
after global placement,610,16.90,60.66
after global routing,610,16.98,67.81
after detailed placement,610,16.91,60.58
Power figures rest on the tool's default switching activity, not on a simulated workload.
