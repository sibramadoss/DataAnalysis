===== flow/config.mk =====
export PLATFORM = sky130hd
export DESIGN_NAME = game
export DESIGN_NICKNAME = game
export VERILOG_FILES = /design/flow/design.v
export SDC_FILE = /design/flow/constraint.sdc
export NUM_CORES = 4
export LEC_CHECK = 1
export CORE_AREA = 10 10 70 70
export DIE_AREA = 0 0 80 80

===== flow/constraint.sdc =====
current_design game

set clk_period 1.2
set clk_io_pct 0.2

create_clock -name clk0 -period $clk_period [get_ports {clk}]

set non_clock_inputs [all_inputs -no_clocks]
set_input_delay [expr $clk_period * $clk_io_pct] -clock clk0 $non_clock_inputs
set_output_delay [expr $clk_period * $clk_io_pct] -clock clk0 [all_outputs]

===== flow/design.v =====
module game (
    input logic clk, n, s, e, w, reset,
    output logic s6, win, s5, d, s4, s3, sw, s2, s1, s0, v
);
    room_fsm room1 (clk, n, s, e, w, v, reset, s6, win, s5, d, s4, s3, sw, s2, s1, s0);
    sword_fsm sword1 (sw, reset, clk, v);
endmodule
module lab04_sr (
    input logic clk,
    input logic din,
    output logic q
);
    always_ff @(posedge clk) begin
        q <= din;    
    end
endmodule
module room_fsm (
    input logic clk, n, s, e, w, v, reset,
    output logic s6, win, s5, d, s4, s3, sw, s2, s1, s0
);
wire s00, s01, s02, s03, s04, s05, s06;
assign s00 = reset | ~reset & ((s1 & w & ~(n|s|e)) | (s0 & n & ~(s|e|w)) | (s0 & s & ~(n|e|w)) | (s0 & w & ~(s|e|n)) | (s0 & (n&e) & ~(s|w)) | (s0 & (s&e) & ~(n|w)) | (s0 & (n&w) & ~(s|e)) | (s0 & (s&w) & ~(n|e))) | (s0 & ~(n|s|e|w) & ~reset) ;
lab04_sr cc (clk, s00, s0);
assign s01 = ~reset & ((s0 & e & ~(n|s|w)) | (s2 & n & ~(e|s|w)) | (s1 & e & ~(n|s|w)) | (s1 & n & ~(e|s|w)) | (s1 & (s&e) & ~(w|n)) | (s1 & (n&e) & ~(s|w)) | (s1 & (n&w) & ~(e|s)) | (s1 & (s&w) & ~(e|n)) | (s1 & ~(n|e|s|w)));
lab04_sr tt (clk, s01, s1); 
assign s02 = ~reset & ((s1 & s & ~(n|e|w)) | (s3 & e & ~(s|n|w)) | (s2 & e & ~(n|s|w)) | (s2 & (n&e) & ~(s|w)) | (s2 & (n&w) & ~(e|s)) | (s2 & (s&w) & ~(n|e)) | (s2 & s & ~(n|e|w)) | (s2 & ~(n|s|e|w)));
lab04_sr rr (clk, s02, s2);
assign s03 = ~reset & ((s2 & w & ~(n|e|s)) | (s3 & n & ~(e|s|w)) | (s3 & s & ~(e|n|w)) | (s3 & w & ~(e|s|n)) | (s3 & (n&w) & ~(e|s)) | (s3 & (s&w) & ~(n|e)) | (s3 & (n&e) & ~(s|w)) | (s3 & (s&e) & ~(n|w)) | (s3 & ~(n|s|e|w)));
lab04_sr ss (clk, s03, s3);
assign sw = s3;
assign s04 = (~reset & s2 & s & e);
lab04_sr dd (clk, s04, s4);
assign s05 = (~reset & s4 & ~v) | (s5 & ~reset);
lab04_sr gg (clk, s05, s5);
assign d = s5;
assign s06 = (~reset & s4 & v) | (s6 & ~reset);
lab04_sr vv (clk, s06, s6);
assign win = s6;
endmodule
module sword_fsm (
    input logic sw, reset, clk,
    output logic v
);
    wire s00;
    assign s00 = reset | (~reset & ~sw & s0);
    lab04_sr ns (clk, s00, s0);
    wire s01;
    assign s01 = (~reset & sw & s0) | (~reset & s1);
    lab04_sr hs (clk, s01, s1);
    assign v = s1;
endmodule

===== flow/run.sh =====
#!/bin/bash
# OpenROAD 26Q1-2900-gdf79404cd8, Yosys 0.63+post, stock flow scripts
make -C /OpenROAD-flow-scripts/flow DESIGN_CONFIG=/design/flow/config.mk WORK_HOME=/design/flow/orfs finish

==> impl_metrics.json <==
{
  "outcome": "finished, final reports clean",
  "cp-end-kind": "flop",
  "synth_cell_types": 28,
  "hold_viol_final": 0,
  "clock_path_buffers": 2,
  "switching_share_pct": 25.6,
  "fmaxAchievable_mhz": 873,
  "grt_max_degree": 8,
  "min_path_cells": 4,
  "area_growth_pct": 57.3,
  "setup_viol": 0,
  "path_class": "in2reg",
  "start_kind": "input pin",
  "syn_area_um2": 513,
  "grt_use_total_pct": 4.25,
  "ys_cells": 59,
  "clock_sinks": 9,
  "yosys_warnings": 3,
  "drv_slew": 0,
  "grt_pass1_wl_um": 2240,
  "critPathMaxFanout": 3,
  "vdd_drop_max_mv": 0.436,
  "dp_hpwl_um": 1080,
  "crit_chain": "clkdlybuf4s50_1 -> or3b_1 -> a32oi_1 -> nor3_1",
  "edf_count": 0,
  "p_comb_share_pct": 17.4,
  "htreeDepth": 1,
  "synth-async-reset-ratio_pct": 0,
  "ys_seq_share_pct": 35.1,
  "worstSetupPathDepth": 4,
  "crit_family": "buffers and inverters",
  "power_frac_clock_pct": 36.4,
  "num_vias": 532,
  "holdCritPathClass": "in2reg",
  "p_int_uw": 492,
  "ys_chip_area_um2": 513,
  "slew_headroom_pct": 80.6,
  "gr-total-overflow": 0,
  "rsz0062_at_grt": "no",
  "yosysTopAreaCellShare_pct": 35.1,
  "route.detailed.drc": 0,
  "synth.avg_cell_area_um2": 8.69,
  "die_area_um2": 6400,
  "drt_pass1_iterations": 4,
  "via_per_inst": 4.03,
  "fp_util_pct": 15.0,
  "min_period_over_period_pct": 95.5,
  "cts_tree": "built",
  "clk_pin_slew_ns": 0.07,
  "cp.required_ns": 1.35,
  "numSynthFlops": 9,
  "placed_area_um2": 751,
  "nFillCells": 379,
  "finalCriticalPeriod_ns": 1.15,
  "met1_usage_pct": 5.98,
  "p_seq_share_pct": 46.3,
  "die_height_um": 80,
  "drv_cap": 0,
  "ff_type": "dfxtp_1",
  "yosys-top-cells-area": "dfxtp_1 35%, nor2_1 5.1%, o21ai_0 4.9%",
  "worst-path-buf-inv": 1,
  "synthCells": 59,
  "wire_per_inst_um": 10.6,
  "die_x_um": 80,
  "drt-total-wl_um": 1400,
  "holdBufCountCts": 0,
  "log.warning_count": 25,
  "use_met2_pct": 5.38,
  "fin_skew_ns": 0.00461,
  "place.gp.congestion": 0.864,
  "cts_buffers": 3,
  "grt_pass1_vias": 497,
  "power_density_nw_per_um2": 819,
  "io_pins": 17,
  "clk_latency_ns": 0.26,
  "top_area_cell": "dfxtp_1",
  "globalRouteMet3Util_pct": 2.95,
  "cellLeakagePower_nw": 0.400,
  "grt_antenna_before_repair": 0,
  "top_usage_layer": "met1",
  "tightest_slew_ns": 0.290,
  "port_buffers": 16,
  "diodes": 0,
  "drive_gt1_share_pct": 31.4,
  "switchingPower_uw": 169,
  "r2r_cells": 4,
  "arrival_ns": 1.30,
  "cts_root_buffer": "clkbuf_4",
  "power_uw": 661,
  "crit_slowest_cell": "clkdlybuf4s50_1",
  "fin_area_um2": 807,
  "coreArea_um2": 3420,
  "antenna_left": 0,
  "dr.first_iter.drc_count": 16,
  "row_count": 21,
  "max_stage_delay_ns": 0.44
}
## flip-flops by register name, indices dropped and copies added (netlist names)
name,cells
room1.cc.q,1
room1.dd.q,1
room1.gg.q,1
room1.rr.q,1
room1.ss.q,1
room1.tt.q,1
room1.vv.q,1
sword1.hs.q,1
sword1.ns.q,1
## power groups by stage
stage | Combinational (mW) | Clock (mW) | Sequential (mW)
6_report | 0.115 | 0.241 | 0.306
5_1_grt | 0.126 | 0.269 | 0.307
4_1_cts | 0.114 | 0.250 | 0.306
## logic make-up (layout without fill, tap and decap cells)
logic type,count (synthesis),count (layout),synth area share [%]
XOR/XNOR,1,1,1.71
AND-OR/OR-AND,19,19,26.3
AND/OR/NAND/NOR,18,18,22.4
flip-flops,9,9,35.1
buffers and inverters,12,39,14.4
## tightest hold or removal path: stages
cell and delay [ns]:
dlymetal6s2s_1 0.20, inv_1 0.10, nand4_1 0.08, o31ai_1 0.06
## cells in the mapped netlist (2+ instances only)
cell and number:
a31oi_1 2, inv_1 5, a21oi_1 3, buf_6 2, nor2b_1 3, buf_4 3, dfxtp_1 9, nor2_1 7
buf_2 2, o21ai_0 5
## routing by layer
layer | wire length, um | share of wire (%)
met5 | 0 | 0
met4 | 0 | 0
met1 | 649 | 46
met3 | 195 | 14
met2 | 552 | 40
## final cells by class
cell class              count  area (um2)  share of cell area [%]
multi-input cells          38         259                    32.1
repair buffers             30         253                    31.3
flip-flops and latches      9         193                    23.9
well taps                  46        57.6                    7.13
clock buffers               4        26.3                    3.26
inverters                   5        18.8                    2.33
## timing repair
action | in CTS | in global routing
resized | 23 | 3
pin swaps | 1 | 0
gates cloned | 0 | 0
endpoints found under the hold margin | 0 | 0
endpoints found under the setup margin | 13 | 5
setup buffers | 6 | 0
## path summary, 6_finish.rpt
check                    from  slack [ns]          end
setup / recovery            s        0.05   room1.ss.q
hold / removal              w        0.45   room1.rr.q
setup reg to reg   room1.cc.q        0.11   room1.tt.q
hold reg to reg   sword1.ns.q        0.46  sword1.ns.q
## per-stage QoR
step	cells	util (%)	hold WS, ns	setup WS, ns	TNS [ns]
floorplan	59	-	0.312	0.134	0
global placement	124	22.0	0.443	-0.300	-1.15
detailed placement	124	22.0	0.451	-0.314	-1.21
CTS	134	24.1	0.460	0.00816	0
global route	132	23.6	0.465	0.0283	0
finish	132	23.6	0.450	0.0541	0
## cells in the final DEF (no fill, tap or decap), types with 2 or more instances in the layout
cell	count
a21oi_1	3
a31oi_1	2
buf_4	14
clkbuf_4	3
clkdlybuf4s50_1	2
dfxtp_2	7
dlygate4sd2_1	12
inv_1	5
nor2_1	7
nor2b_1	3
o21ai_0	4
Power and IR drop assume default switching activity.
