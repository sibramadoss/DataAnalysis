==> /design/flow/design.v <==
module register_file (input logic clk, rst,
input logic [4:0] A1, A2, A3,
input logic [31:0] WD3,
input logic WE3,
output logic [31:0] RD1,
output logic [31:0] RD2,
output logic [31:0] prode
);
logic [31:0] rf_regs[31:0];
assign prode = rf_regs[1];
always_ff@(posedge clk or negedge rst)
begin
	if (!rst) begin 
		for (int i = 0; i<32; i++) begin
			rf_regs[i] <= i;
      end
   end
   else begin
    RD1 <= rf_regs[A1];
	RD2 <= rf_regs[A2];
	if (WE3) begin
			rf_regs[A3] <= WD3;
      end
   end
end
endmodule
==> /design/flow/run.sh <==
#!/bin/bash
# OpenROAD 26Q1-2900-gdf79404cd8, Yosys 0.63+post, stock flow scripts
make -C /OpenROAD-flow-scripts/flow DESIGN_CONFIG=/design/flow/config.mk WORK_HOME=/design/flow/orfs finish
==> /design/flow/config.mk <==
export PLATFORM = sky130hd
export DESIGN_NAME = register_file
export DESIGN_NICKNAME = register_file
export VERILOG_FILES = /design/flow/design.v
export SDC_FILE = /design/flow/constraint.sdc
export NUM_CORES = 4
export LEC_CHECK = 1
export CORE_UTILIZATION = 40
==> /design/flow/constraint.sdc <==
current_design register_file

set clk_period 2.3
set clk_io_pct 0.2

create_clock -name clk0 -period $clk_period [get_ports {clk}]

set non_clock_inputs [all_inputs -no_clocks]
set_input_delay [expr $clk_period * $clk_io_pct] -clock clk0 $non_clock_inputs
set_output_delay [expr $clk_period * $clk_io_pct] -clock clk0 [all_outputs]
==> changes_impl.md <==
### Changed

- Total grt overflow: 0
- Top cell excl fill/tap: mux2_2
- Sequential share of the synthesized area: 51.3%
- Storage element area: 0.0277 sq mm
- Dpl hpwl: 229000 um
- Number of max-cap violations: 0
- Clock tree root buffer cell: clkbuf_16
- FP Core Util: 40.4%
- Cell area leaders: dfrtp_1, mux2_2, a22oi_1
- Die footprint: 0.136 sq mm
- Flip-flops with a built-in enable: 64
- Cycle use final: 104%
- Final hold viol count: 0
- # IOs: 146
- # setup viols final: 3
- Worst-path clk slew: 0.06 ns
- Layout cell share with drive strength beyond 1: 45.5%
- Clock tree buffer depth: 3
- Crit. End Element: register
- Insertion delay at the late pin of the worst-skew pair: 0.78 ns
- Area Growth Syn to Fin: 32.9%
- Outcome: complete, but fails checks
- Critical Path AT: 2.92 ns
- Yosys warns: 2
- Slew headroom: 21.2%
- Worst r2r dst: RD2[7]$_DFFE_PP_
- Largest net degree at the start of global routing: 58
- Violated checks: setup timing
- Power per Cell Area: 802 mW/mm^2
- XOR/XNOR Area Share: 0%
- Critical path fanouts, max: 2
- Site Rows: 134
- Drc violations: 0
- Gp weighted congestion: 1.10
- Iter 0 DRT Violations: 5466
- # port buffers: 145
- Fmax: 418 MHz
- ANT nets after route: 0
- Number of global-route vias before repair: 48842
- Yosys synthesis chip area: 0.0539 sq mm
- Post-Synthesis Cells: 4471
- Worst vdd ir: 0.630 mV
- Final WL: 318000 um
- Final Power: 57.4 mW
- Clock period minus worst slack: 2.39 ns
- Skew final: 0.0306 ns
- Max-area cell share: 43.9%
- Ys async rst share: 94.1%
- Post-synth top area cell: dfrtp_1
- Clock sinks: 1088
- First-pass GRT wire length: 427000 um
- Log Warnings: 27
- Top logic family: multiplexers
- Unique masters post-synth: 66
- Global-route usage over all layers: 48.7%
- Synth Flop Type: dfrtp_1
- Setup Total Neg Slack: -0.110 ns
- Worst R2R Start: rf_regs[23][7]$_DFFE_PN0P_
- H-tree levels: 3
- RSZ-0062 raised after global routing: yes
- Fa+ha+maj area frac: 0%
- CP required: 2.83 ns
- CTS tree: done
- Die Span X: 369 um
- Via density: 6.84
- Vias: 49302
- MUX area fraction: 23.3%
- Post-synthesis simple-gate area fraction: 7.01%
- Leakage power: 31.2 nW
- Yosys reg bits: 1088
- Initial antenna violation count: 23
- Hold/Removal Path Class: input port to async pin
- Syn avg cell area: 12.0 sq um
- Worst-Margin Slew: 1.17 ns
- Crit Path Category: register to register
- DIE HEIGHT: 369 um
- Most frequent cells in the layout: mux2_2, dfrtp_1, buf_4, a22oi_1, buf_12
- Post-synthesis compound-gate area fraction: 14.9%
- Worst setup SP type: register
- TritonRoute pass-1 iters: 13
- Ys cells: 4471
- R2R Setup Slk: -0.09 ns
- Fin worst setup slack: -0.0906 ns
- Cells on worst reg2reg path: 7
- Routed len/inst: 44.1 um
- Cts bufs inserted: 121
- Post-Syn Area: 0.0539 sq mm
- Combinational Area: 0.0249 sq mm
- Filler cell count: 11319
- Max-slew violation count: 0
- Core area: 0.133 sq mm
## through the flow
stage          setup WS [ns]  cell area, sq um  util (%)  hold slack, ns  std cells
6_report             -0.0906             71600      53.6          0.0875       7208
5_1_grt               -0.104             71500      53.6          0.0907       7195
3_5_place_dp           -1.14             66900      50.2           0.489       6942
4_1_cts              0.00602             71400      53.5          0.0387       7180
2_1_floorplan         0.0398             53900         -           0.164       4471
3_3_place_gp           -1.21             66900      50.2           0.480       6942
## Yosys cell counts (19+ instances only)
| cell type | number |
|---|---|
| mux2_2 | 1045 |
| dfrtp_1 | 944 |
| a22oi_1 | 682 |
| nand2_1 | 217 |
| clkbuf_1 | 211 |
| nor2_1 | 160 |
| buf_2 | 145 |
| nand4_1 | 97 |
| a21oi_1 | 89 |
| dfstp_2 | 80 |
| nor3_1 | 73 |
| a22o_1 | 66 |
| edfxtp_1 | 64 |
| mux2i_1 | 62 |
| nand3_1 | 51 |
| buf_1 | 43 |
| a221oi_1 | 39 |
| o21ai_0 | 38 |
| nor4_1 | 35 |
| a222oi_1 | 23 |
| a32oi_1 | 23 |
| buf_4 | 23 |
| nor2b_1 | 21 |
| nor2_2 | 20 |
| a2111oi_0 | 19 |
| and3_1 | 19 |
## worst max path at each step
stage,startpoint,end,slack [ns],cells after the start
final,rf_regs[23][7]$_DFFE_PN0P_,RD2[7]$_DFFE_PP_,-0.09,7
after global routing,rf_regs[23][7]$_DFFE_PN0P_,RD2[7]$_DFFE_PP_,-0.10,7
after CTS,rf_regs[1][8]$_DFFE_PN0P_,prode[8],0.006,1
## area by class of cell
| cell class | instances | area share [%] |
|---|---|---|
| Sequential cell | 1088 | 38.6 |
| Multi-Input combinational cell | 2950 | 34.8 |
| Timing Repair Buffer | 1145 | 17.3 |
| Clock buffer | 173 | 5.01 |
| Tap cell | 1768 | 3.09 |
| Clock inverter | 57 | 1.02 |
| Antenna cell | 18 | 0.0629 |
| Inverter | 9 | 0.0472 |
## kinds of logic (layout without fill, tap and decap cells)
kind of cell	count (synthesis)	count (layout)
multiplexers	1115	1115
AND-OR/OR-AND	1070	1070
AND/OR/NAND/NOR	765	765
buffers and inverters	433	1384
other	0	18
flip-flops	1088	1088
## where the power goes
part           internal [mW]  total, mW  switching [mW]  leakage (nW)
clock                   12.4       21.2            8.77          2.13
combinational           4.81       8.84            4.04          15.5
sequential              23.3       27.4            4.10          13.6
## what timing repair did
item	CTS	global route
gates resized	15	4
buffers inserted	7	10
hold endpoints to repair	4	0
endpoints found under the setup margin	12	5
pin swaps	2	7
hold buffers	1	0
## sequential cells by signal (all words and copies together), names as in the netlist
register / flops
RD1: 32
rf_regs: 1024
RD2: 32
## worst max-delay path, stage by stage (launching register included)
cell and delay, ns:
dfrtp_2 0.47, mux4_2 0.50, and3_4 0.20, a2111oi_4 0.45
buf_4 0.20, nand3_2 0.07, nor3_2 0.18, a21oi_2 0.07
## layer usage
metal	routed length, um	up-vias	GRT usage [%]
met2	129000	4011	64.0
li1	-	18963	-
met5	356	-	0.890
met4	21700	26	25.2
met3	49600	1146	27.4
met1	118000	25156	65.1
Power figures rest on the tool's default switching activity, not on a simulated workload.
